===== flow/config.mk =====
export PLATFORM = sky130hd
export DESIGN_NAME = ALU_8bit
export DESIGN_NICKNAME = ALU_8bit
export VERILOG_FILES = /design/flow/design.v
export SDC_FILE = /design/flow/constraint.sdc
export NUM_CORES = 4
export LEC_CHECK = 1
export CORE_UTILIZATION = 50

===== flow/constraint.sdc =====
current_design ALU_8bit

set clk_period 7.6
set clk_io_pct 0.2

create_clock -name clk0 -period $clk_period

set non_clock_inputs [all_inputs -no_clocks]
set_input_delay [expr $clk_period * $clk_io_pct] -clock clk0 $non_clock_inputs
set_output_delay [expr $clk_period * $clk_io_pct] -clock clk0 [all_outputs]

===== flow/run.sh =====
#!/bin/bash
# OpenROAD 26Q1-2900-gdf79404cd8, Yosys 0.63+post, stock flow scripts
make -C /OpenROAD-flow-scripts/flow DESIGN_CONFIG=/design/flow/config.mk WORK_HOME=/design/flow/orfs finish

===== flow/design.v =====
module ALU_8bit ( Opcode, Operand1, Operand2, Result, flagC, flagZ);
input [2:0] Opcode; 
input [7:0] Operand1, Operand2;
output reg [15:0] Result = 16'b0;
output reg 
flagC = 1'b0,
flagZ = 1'b0; 
parameter [2:0]
ADD = 3'b000,
SUB = 3'b001, 
MUL = 3'b010,
AND = 3'b011,
OR = 3'b100,
NAND = 3'b101,
NOR = 3'b110,
XOR = 3'b111;
always @ (Opcode or Operand1 or Operand2) begin
case (Opcode)
ADD: begin
Result = Operand1 + Operand2; 
flagC = Result [8];
flagZ = (Result == 16'b0);
end
SUB: begin
Result = Operand1 - Operand2;
flagC = Result [8];
flagZ =(Result == 16'b0);
end
MUL: begin
Result = Operand1 * Operand2;
flagZ = (Result == 16'b0);
end
AND: begin
Result = Operand1 & Operand2;
flagZ = (Result==16'b0);
end
OR: begin
Result = Operand1 | Operand2; 
flagZ = (Result == 16'b0);
end
NAND: begin
Result = ~(Operand1 & Operand2); 
flagZ = (Result == 16'b0);
end
NOR: begin
Result = ~(Operand1 | Operand2); 
flagZ = (Result == 16'b0); 
end
XOR: begin
Result = Operand1 ^ Operand2;
flagZ = (Result == 16'b0);
end
default: begin
Result = 16'b0;
flagC = 1'b0;
flagZ = 1'b0;
end
endcase
end
endmodule

==> flow_metrics.tcl <==
# metrics dict for downstream scripts
set metrics [dict create \
    fin_crit_ns 7.54 \
    diodes 0 \
    largest_reg_flops 1 \
    syn2layout_area_growth_pct 37.7 \
    post_drt_via_cell_ratio 5.63 \
    drcViolationCount 0 \
    holdPathEnd "flagZ" \
    setup_viol 0 \
    placed_area_mm2 0.00466 \
    p_per_area_mw_per_mm2 193 \
    routedLengthMet1_mm 4.99 \
    grt_pass1_vias 3943 \
    postSynth.asyncResetShare_pct 0 \
    wire_per_inst_um 16.2 \
    unclocked_regs 1 \
    hold_buffers 0 \
    fp-utilization_pct 53.0 \
    aoi_share_pct 22.1 \
    hold_viol_final 0 \
    drtIter0Drc 243 \
    highest_layer "met4" \
    synthCells 495 \
    adder_share_pct 41.0 \
    fp.dieArea_mm2 0.00771 \
    dr_total_vias 3949 \
    mux_area_share_pct 2.31 \
    synth_top_flop_cell "dlxtn_1" \
    synthDistinctLibCells 63 \
    drtAntennaViolNets 0 \
    routed_wl_mm 11.3 \
    tool_warnings 50 \
    layout_setup_ws_ns 0.0558 \
    grt_use_total_pct 32.8 \
    wl_met3_um 625 \
    crit_fanout 5 \
    die_w_um 87.8 \
    synth_top_area_share_pct 20.7 \
    startpoint "Operand2[3]" \
    end_kind "primary output" \
    rsz0062_at_grt "true" \
    max_freq_mhz 133 \
    logic_family "adder cells" \
    cap_violations 0 \
    rows 30 \
    worstHoldStart "Operand2[5]" \
    synth.ff_latch_count 1 \
    syn_avg_cell_area_um2 7.44 \
    top_area_cell "fa_1" \
    hold_depth 8 \
    cp.arrival_ns 6.02 \
    status "finished clean" \
    edf_count 0 \
    antenna_found_initial 0 \
    wl_met2_mm 5.45 \
    grt_max_degree 34 \
    hold_path.class "in2out" \
    cp.required_ns 6.08 \
    slew_headroom_pct 57.2 \
    grt_pass1_wl_mm 18.8 \
    tightestPinTransition_ns 0.640 \
    area_leaders "fa_1, ha_1, nor2_1" \
    die_height_um 87.8 \
    yosys_warnings 1 \
    place_congestion 0.976 \
    io_pins 37 \
    most_common_cell "nor2_1" \
    leakage_nw 2.46 \
    place_ws_ns -0.953 \
    crit_type "in2out" \
    simple_gate_area_share_pct 20.5 \
    start_kind "input port" \
    grt_overflow 0 \
    common_cells "nor2_1, inv_1, ha_1" \
    irDropWorstVdd_mv 0.196 \
    coreArea_mm2 0.00694 \
    dpl.hpwl_mm 9.31 \
    ys_area_mm2 0.00368 \
    stdcell_area_mm2 0.00507 \
    drt_first_pass_iters 4 \
    port_buffers 37 \
    syn_area_mm2 0.00368 \
    yosys-stat-cells 495 \
    finalClockPeriodUsage_pct 99.3 \
    untimed_endpoints 2 \
    layout-drive-gt1-share_pct 30.5 \
    drv_slew 0 \
    ys_sh_xor_pct 4.28 \
]
stage by stage:
step                      TNS [ns]  power (mW)  hold slack (ns)  util (%)  cells
after global routing        -0.148        1.09             4.08      73.0    702
after global placement       -5.35       0.812             4.25      67.0    685
final                            0       0.979             4.02      73.0    702
after detailed placement     -5.29       0.814             4.25      67.0    685
after CTS                        0       0.921             4.09      69.6    694
after floorplan                  0       0.490             3.19         -    495
worst max path at each step:
stage,endpoint,slack [ns]
finish,flagZ,0.06
global route,flagZ,-0.15
CTS,Result[13],0.002
cells by family after synthesis:
group | after synthesis
multiplexers | 7
XOR/XNOR | 18
AND/OR/NAND/NOR | 159
buffers and inverters | 92
latches | 1
AND-OR/OR-AND | 120
adder cells (fa/ha/maj) | 98
what timing repair did:
action | CTS | global route
gates resized | 119 | 52
setup endpoints to repair | 12 | 7
buffers inserted | 9 | 8
pin swaps | 41 | 26
per-layer routing:
metal  GRT usage (%)  up-vias
li1                -     1926
met1            45.0     1870
met2            55.6      133
met3            4.87       20
met4            8.79        0
met5               0        -
where the power goes:
group          switching [mW]  total, mW  internal [mW]
registers            0.000171    0.00112       0.000947
logic                   0.469      0.978          0.509
clock network               0          0              0
total                   0.469      0.979          0.510
area by class of cell:
class | count | area (um^2)
fill | 511 | 1870
sequential | 1 | 15.0
timing repair buffer | 126 | 1040
tap | 96 | 120
multi-input combinational | 402 | 3580
inverter | 77 | 309
placed cells by master (no fill, tap or decap), types with 4 or more instances in the layout:
cell and n:
buf_2 4, fa_2 5, a21oi_1 28, a21o_1 5, nor3_1 13, xnor2_1 10
nand2_1 20, o21ai_0 25, a211oi_1 6, ha_1 52, inv_2 15, mux2i_1 4
a22oi_1 4, nand4_1 4, nand3_1 5, xor2_1 5, inv_1 53, o21ai_1 4
fa_1 33, buf_4 89, ha_4 7, clkdlybuf4s50_1 17, nor2_2 11, buf_6 6
o211ai_1 5, inv_4 7, o21a_1 5, nor2b_1 8, nor2_1 62
critical path, cell delays in order:
cell and delay (ns):
buf_8 0.09, buf_6 0.09, nand2_4 0.04, fa_1 0.50
fa_1 0.51, inv_2 0.04, fa_1 0.52, inv_2 0.04
fa_1 0.54, inv_2 0.05, ha_4 0.25, and3_4 0.14
a221o_1 0.37, buf_4 0.16, nor2_2 0.13, buf_4 0.13
nor3b_1 0.04, o21a_1 0.18, a21o_1 0.17, buf_4 0.13
a221o_1 0.31, clkbuf_2 0.09
Power and IR drop assume default switching activity.
