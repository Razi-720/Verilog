## config.mk

```make
export PLATFORM = sky130hd
export DESIGN_NAME = syncRAM
export DESIGN_NICKNAME = syncRAM
export VERILOG_FILES = /design/flow/design.v
export SDC_FILE = /design/flow/constraint.sdc
export NUM_CORES = 4
export LEC_CHECK = 1
export CORE_UTILIZATION = 30
```

## constraint.sdc

```tcl
current_design syncRAM

set clk_period 2.8
set clk_io_pct 0.2

create_clock -name clk0 -period $clk_period [get_ports {Clk}]

set non_clock_inputs [all_inputs -no_clocks]
set_input_delay [expr $clk_period * $clk_io_pct] -clock clk0 $non_clock_inputs
set_output_delay [expr $clk_period * $clk_io_pct] -clock clk0 [all_outputs]
```

## design.v

```verilog
module syncRAM( dataIn,dataOut,Addr, CS,WE,RD,Clk);
parameter ADR = 8;
parameter DAT = 8;
parameter DPTH = 8;
input [DAT-1:0] dataIn;
input [ADR-1:0] Addr;
input CS,WE,RD,Clk;
output reg [DAT-1:0] dataOut;
reg [DAT-1:0] SRAM [DPTH-1:0];
always @ (posedge Clk)
begin
if (CS == 1'b1) begin 
if (WE == 1'b1 && RD == 1'b0) begin
SRAM [Addr] = dataIn;
end
else if (RD == 1'b1 && WE == 1'b0) begin
dataOut = SRAM [Addr];
end
else;
end
else;
end
endmodule
```

## run.sh

```bash
#!/bin/bash
# OpenROAD 26Q1-2900-gdf79404cd8, Yosys 0.63+post, stock flow scripts
make -C /OpenROAD-flow-scripts/flow DESIGN_CONFIG=/design/flow/config.mk WORK_HOME=/design/flow/orfs finish
```

==> flow_metrics.env <==
# physical design summary
export IMPL_top_cells_by_area="sky130_fd_sc_hd__edfxtp_1, sky130_fd_sc_hd__mux2i_1, sky130_fd_sc_hd__nor2_1"
export IMPL_flow_area_growth_from_synthesis_pct=22.7
export IMPL_cts_root_to_sink_buffers=2
export IMPL_route_met2_wl_um=2370
export IMPL_edf_count=72
export IMPL_grt_max_degree=17
export IMPL_largest_area_contributor_in_the_netlist="sky130_fd_sc_hd__edfxtp_1"
export IMPL_place_detailed_hpwl_um=3410
export IMPL_unrepaired_setup_endpoints_after_global_routing="false"
export IMPL_ratio_of_routed_vias_to_standard_cells=4.73
export IMPL_max_slew_worst_pin_slew_ns=0.526
export IMPL_clock_skew_ns=0.00493
export IMPL_worst_slew_margin_relative_to_its_limit=0.649
export IMPL_worst_setup_path_start_kind="primary input"
export IMPL_place_gp_congestion=0.780
export IMPL_syn_area_sq_mm=0.00282
export IMPL_antenna_diode_count=0
export IMPL_timing_setup_critical_path_class="primary input to flip-flop"
export IMPL_floorplan_rows=35
export IMPL_synth_warning_count=2
export IMPL_fmax_mhz=472
export IMPL_cts_sink_count=72
export IMPL_top_routing_layer_used="met4"
export IMPL_first_pass_iteration_count_of_the_detailed_router=4
export IMPL_netlist_top_cell_by_instances="sky130_fd_sc_hd__edfxtp_1"
export IMPL_timing_critical_path_fanout_max=16
export IMPL_clock_latency_ns=0.34
export IMPL_run_status="complete, no violations"
export IMPL_floorplan_core_util=0.307
export IMPL_synth_stat_cells=164
export IMPL_drc=0
export IMPL_grt_util_all_layers=0.125
export IMPL_synthDominantCellAreaShare=0.766
export IMPL_wl_per_cell_um=16.5
export IMPL_buffer_ports_inserted=22
export IMPL_grt_antenna_before_repair=0
export IMPL_synth_seq_share=0.766
export IMPL_syn_inst_count=164
export IMPL_globalRoute_totalOverflow=0
export IMPL_final_layout_size_suffix_gt1_frac=0.171
export IMPL_fin_tns_setup_ns=0
export IMPL_dr_total_vias=1517
export IMPL_power_static_leakage_nw=1.18
export IMPL_report_power_total_mw=2.21
export IMPL_finalHoldViolations=0
export IMPL_cp_end_kind="flip-flop"
export IMPL_cts_inserted_buffers=9
export IMPL_drt_wl_total_um=5300
export IMPL_finalMaxSlewViolations=0
export IMPL_num_io_pins=28
export IMPL_post_route_min_period_ns=2.12
export IMPL_cts_hold_repair_buffers=0
export IMPL_h_tree_depth=3
export IMPL_hold_class="flip-flop to flip-flop"
export IMPL_die_area_sq_mm=0.00980
export IMPL_clk_pin_slew_worst_paths_ns=0.07
export IMPL_vdd_drop_max_mv=0.271
export IMPL_setup_ws_ns=0.683
export IMPL_met3RoutedLength_um=502
export IMPL_arrival_ns=2.17
export IMPL_post_synth_cell_area_avg_sq_um=17.2
export IMPL_die_width_um=99
export IMPL_synth_cells_most_frequent="sky130_fd_sc_hd__edfxtp_1, sky130_fd_sc_hd__mux2i_1, sky130_fd_sc_hd__nor2_1"
export IMPL_final_min_period_over_clock_period=0.756
export IMPL_dpl_cell_area_sq_mm=0.00325
export IMPL_netlist_cell_type_count=28
export IMPL_synth_chip_area_sq_mm=0.00282
export IMPL_post_cts_resize_count=0
export IMPL_cts_root_buf="sky130_fd_sc_hd__clkbuf_8"
export IMPL_post_cts_setup_buffers=0
export IMPL_cellPowerDensity_mw_per_mm2=637
export IMPL_warnings=30
export IMPL_ant_nets=0
export IMPL_drt_first_iter_violations=55
export IMPL_die_h_um=99
export IMPL_yosys_most_used_dff="sky130_fd_sc_hd__edfxtp_1"
export IMPL_synth_async_reset_ratio=0
export IMPL_ys_ff=72
export IMPL_setup_violations_final=0
export IMPL_finalInstanceArea_sq_mm=0.00346
export IMPL_met1_length_um=2310
export IMPL_core_area_sq_mm=0.00920
export IMPL_worst_slack_on_hold_paths_ns=0.558
export IMPL_timing_max_cap_violations=0
export IMPL_critical_path_required_ns=2.85
export IMPL_clock_tree_from_tritoncts="built"
export IMPL_place_worst_setup_slack_ns=0.311
export IMPL_grt_first_pass_wirelength_um=8380
export IMPL_first_global_vias=1571
==> flip-flops by register name, indices dropped and copies added, names as in the netlist <==
signal / count
SRAM: 64
dataOut: 8
==> worst paths after layout <==
kind | slack, ns | startpoint | endpoint | cells past startpoint
worst min register to register | 0.56 | SRAM[0][1]$_DFFE_PP_ | dataOut[1]$_DFFE_PP_ | 1
worst min-delay path | 0.56 | SRAM[0][1]$_DFFE_PP_ | dataOut[1]$_DFFE_PP_ | 1
worst max-delay path | 0.68 | Addr[2] | SRAM[1][3]$_DFFE_PP_ | 5
worst max register to register | 1.63 | SRAM[4][0]$_DFFE_PP_ | dataOut[0]$_DFFE_PP_ | 4
==> kinds of logic (layout without fill, tap and decap cells) <==
kind of cell	Yosys count	after routing	synth area share
AND-OR/OR-AND	26	26	0.0678
buffers and inverters	10	56	0.0297
flip-flops	72	72	0.766
multiplexers	21	21	0.0745
AND/OR/NAND/NOR	35	35	0.0621
==> per-stage QoR <==
| step | instances | utilization |
|---|---|---|
| finish | 321 | 0.377 |
| global route | 321 | 0.377 |
| CTS | 321 | 0.377 |
| detailed placement | 305 | 0.353 |
| global placement | 305 | 0.353 |
| floorplan | 164 | - |
==> layout by cell type, fill, tap and decap left out, types with 3 or more instances in the layout <==
master	n
sky130_fd_sc_hd__edfxtp_1	72
sky130_fd_sc_hd__clkdlybuf4s50_1	22
sky130_fd_sc_hd__mux2i_1	21
sky130_fd_sc_hd__nor2_1	17
sky130_fd_sc_hd__buf_4	17
sky130_fd_sc_hd__clkbuf_8	9
sky130_fd_sc_hd__o22ai_1	6
sky130_fd_sc_hd__a211oi_1	6
sky130_fd_sc_hd__o22a_1	6
sky130_fd_sc_hd__nand2_1	4
sky130_fd_sc_hd__nand2b_1	3
sky130_fd_sc_hd__a21oi_1	3
==> critical path, stage by stage <==
cell	delay, ns
sky130_fd_sc_hd__clkdlybuf4s50_1	0.62
sky130_fd_sc_hd__buf_12	0.27
sky130_fd_sc_hd__or2_2	0.33
sky130_fd_sc_hd__nor2_1	0.17
sky130_fd_sc_hd__buf_4	0.22
==> power by group <==
group	total, mW	internal (mW)	switching [mW]
registers	1.20	1.20	0.00303
logic	0.122	0.0579	0.0641
clock network	0.879	0.501	0.378
total	2.21	1.76	0.446
==> area by class of cell <==
cell class / count / area, sq um
Fill cell: 845 / 5730
Sequential cell: 72 / 2160
Multi-Input combinational cell: 82 / 577
Timing Repair Buffer: 40 / 368
Tap cell: 111 / 139
Clock buffer: 9 / 124
Clock inverter: 7 / 93.8
==> routing by layer <==
metal	GRT usage	vias up
met5	0	-
met4	0.0230	0
met3	0.0823	8
met2	0.177	53
met1	0.170	736
li1	-	720
Power is estimated from default activity; no workload was simulated.
